<file path="run.sh">
#!/bin/bash
# OpenROAD 26Q1-2900-gdf79404cd8, Yosys 0.63+post, stock flow scripts
make -C /OpenROAD-flow-scripts/flow DESIGN_CONFIG=/design/flow/config.mk WORK_HOME=/design/flow/orfs finish
</file>
<file path="config.mk">
export PLATFORM = sky130hd
export DESIGN_NAME = DT
export DESIGN_NICKNAME = DT
export VERILOG_FILES = /design/flow/design.v
export SDC_FILE = /design/flow/constraint.sdc
export NUM_CORES = 4
export LEC_CHECK = 1
export CORE_UTILIZATION = 30
</file>
<file path="constraint.sdc">
current_design DT

set clk_period 8.7
set clk_io_pct 0.2

create_clock -name clk0 -period $clk_period [get_ports {clk}]

set non_clock_inputs [all_inputs -no_clocks]
set_input_delay [expr $clk_period * $clk_io_pct] -clock clk0 $non_clock_inputs
set_output_delay [expr $clk_period * $clk_io_pct] -clock clk0 [all_outputs]
</file>
<file path="design.v">
module DT(
	input 			clk, 
	input			reset,
	output	reg		done ,
	output	reg		sti_rd ,
	output	reg 	[9:0]	sti_addr ,
	input		[15:0]	sti_di,
	output	reg		res_wr ,
	output	reg		res_rd ,
	output	reg 	[13:0]	res_addr ,
	output	reg 	[7:0]	res_do,
	output  reg  fwpass_finish,
	input		[7:0]	res_di
	);
parameter IDLE = 0,
		  READ = 1,
		  READ_DATA = 2,
		  DATA_WRITE = 3,
		  WRITE_DONE = 4,
		  ADR_CTR = 5,
		  GET_CTR = 6,
		  GET_NW = 7,
		  GET_N = 8,
		  GET_NE = 9,
		  GET_W = 10,
		  CAL_FWP = 11,
		  WRTIE_FWP = 12,
		  WAIT_FWP = 13,
		  FWP_DONE = 14,
		  BWP_ADR_CTR = 15,
		  BWP_GET_CTR = 16,
		  BWP_GET_E = 17,
		  BWP_GET_SW = 18,
		  BWP_GET_S = 19,
		  BWP_GET_SE = 20,
		  CAL_BWP = 21,
		  WRTIE_BWP = 22,
		  WAIT_BWP = 23,
		  DONE = 24;
reg [ 24:0 ] cs,ns;
reg [3:0] cnt_delay;
	reg [7:0] for_NW;  
	reg [7:0] for_N;  
	reg [7:0] for_NE;  
	reg [7:0] for_W;  
	reg [7:0] for_ctr;  
	wire [7:0] for_comp1;
	wire [7:0] for_comp2;
	wire [7:0] for_min;
	assign for_comp1 = (for_NW <= for_N)? for_NW: for_N;
	assign for_comp2 = (for_NE <= for_W)? for_NE: for_W;
	assign for_min = (for_comp1 <= for_comp2)? (for_comp1 + 1'd1): (for_comp2 + 1'd1);
	wire [7:0] back_comp1;
	wire [7:0] back_comp2;
	wire [7:0] back_temp;
	wire [7:0] back_min;
	assign back_comp1 = (for_NW <= for_N)? for_NW: for_N;
	assign back_comp2 = (for_NE <= for_W)? for_NE: for_W;
	assign back_temp = (back_comp1 <= back_comp2)? (back_comp1 + 1'b1):(back_comp2 + 1'b1);
	assign back_min = (for_ctr <= back_temp)? (for_ctr): (back_temp);
	wire [13:0] ker_NW;
	wire [13:0] ker_N;
	wire [13:0] ker_NE;
	wire [13:0] ker_W;
	wire [13:0] ker_E;
	wire [13:0] ker_SW;
	wire [13:0] ker_S;
	wire [13:0] ker_SE;
	reg [13:0] ker_ctr;  
	assign ker_NW = ker_ctr - 14'd129;
	assign ker_N = ker_ctr - 14'd128;
	assign ker_NE = ker_ctr - 14'd127;
	assign ker_W = ker_ctr - 14'd1;
	assign ker_E = ker_ctr + 14'd1;
	assign ker_SW = ker_ctr + 14'd127;
	assign ker_S = ker_ctr + 14'd128;
	assign ker_SE = ker_ctr + 14'd129;
	always@(posedge clk or negedge reset) begin
		if(!reset) begin
			cs <= 'd0;
			cs[IDLE] <= 1'b1;
		end
		else cs <= ns;
	end
	always@(*)begin
		ns = 'd0;
		case(1'b1)
			cs[IDLE]: ns[READ] = 1'b1;
			cs[READ]: ns[READ_DATA] = 1'b1;
			cs[READ_DATA]: ns[DATA_WRITE] = 1'b1;
			cs[DATA_WRITE]:begin
				if( (res_addr == 14'd16383)) ns[WRITE_DONE] = 1'b1;
				else if(cnt_delay == 4'd15) ns[READ] = 1'b1;
				else ns[DATA_WRITE] = 1'b1;
			end
			cs[WRITE_DONE]: ns[ADR_CTR] = 1'b1;
			cs[ADR_CTR]: ns[GET_CTR] = 1'b1;
			cs[GET_CTR]: ns[GET_NW] = 1'b1;
			cs[GET_NW]: ns[GET_N] = 1'b1;
			cs[GET_N]: ns[GET_NE] = 1'b1;
			cs[GET_NE]: ns[GET_W] = 1'b1;
			cs[GET_W]: ns[CAL_FWP] = 1'b1;
			cs[CAL_FWP]: ns[WRTIE_FWP] = 1'b1;
			cs[WRTIE_FWP]: ns[WAIT_FWP] = 1'b1;
			cs[WAIT_FWP]: begin
				if(ker_ctr == 14'd16254) ns[FWP_DONE] = 1'b1;
				else ns[ADR_CTR] = 1'b1;
			end
			cs[FWP_DONE]: ns[BWP_ADR_CTR] = 1'b1;
			cs[BWP_ADR_CTR]: ns[BWP_GET_CTR] = 1'b1;
			cs[BWP_GET_CTR]: ns[BWP_GET_E] = 1'b1;
			cs[BWP_GET_E]: ns[BWP_GET_SW] = 1'b1;
			cs[BWP_GET_SW]: ns[BWP_GET_S] = 1'b1;
			cs[BWP_GET_S]: ns[BWP_GET_SE] = 1'b1;
			cs[BWP_GET_SE]: ns[CAL_BWP] = 1'b1;
			cs[CAL_BWP]: ns[WRTIE_BWP] = 1'b1;
			cs[WRTIE_BWP]: ns[WAIT_BWP] = 1'b1;
			cs[WAIT_BWP]:begin
				if(ker_ctr == 14'd129) ns[DONE] = 1'b1;
				else ns[BWP_ADR_CTR] = 1'b1;
			end
			cs[DONE]: ns[DONE] = 1'b1;
			default: ns[IDLE] = 1'b1;
		endcase
	end
	reg [15:0] line_di;
	reg [3:0] cnt;
	reg [13:0] res_addr_cnt;
	always@(posedge clk or negedge reset)begin
		if(!reset)begin
			done <= 'd0; 
			sti_rd <= 1'b0;
			sti_addr <= 'd0;
			res_wr <= 'd0;
			res_rd <= 'd0;
			res_addr <= 'd0;
			res_do <= 'd0;
			line_di <= 'd0;
			cnt <= 'd0;
			cnt_delay <= 'd0;
			res_addr_cnt <= 'd0;
			ker_ctr <= 14'd129;
			for_NW <= 'd0;
			for_N <= 'd0;
			for_NE <= 'd0;
			for_W <= 'd0;
			for_ctr <= 'd0;
			ker_ctr <= 14'd129;
			fwpass_finish <= 'd0;
		end
		else begin
			case(1'b1)
				cs[IDLE]:begin
				done <= 'd0; 
				sti_rd <= 1'b0;
				sti_addr <= 'd0;
				res_wr <= 'd0;
				res_rd <= 'd0;
				res_addr <= 'd0;
				res_do <= 'd0;
				line_di <= 'd0;
				cnt <= 'd0;
				cnt_delay <= 'd0;
				res_addr_cnt <= 'd0;
				for_ctr <= 'd0;
				for_NW <= 'd0;
				for_N <= 'd0;
				for_NE <= 'd0;
				for_W <= 'd0;
				fwpass_finish <= 'd0;
				end
				cs[READ]:begin	
					sti_rd <= 1'b1;
					res_wr <= 1'b0;
					cnt <= 'd0;
					cnt_delay <='d0;
				end
				cs[READ_DATA]:begin
					sti_rd <= 1'b0;
					sti_addr <= sti_addr + 1'b1;
					line_di [0] <= sti_di[15];
					line_di [1] <= sti_di[14];
                    line_di [2] <= sti_di[13];
                    line_di [3] <= sti_di[12];
                    line_di [4] <= sti_di[11];
                    line_di [5] <= sti_di[10];
                    line_di [6] <= sti_di[9];
                    line_di [7] <= sti_di[8];
                    line_di [8] <= sti_di[7];
                    line_di [9] <= sti_di[6];
                    line_di [10] <= sti_di[5];
                    line_di [11] <= sti_di[4];
                    line_di [12] <= sti_di[3];
                    line_di [13] <= sti_di[2];
                    line_di [14] <= sti_di[1];
                    line_di [15] <= sti_di[0];
					res_do <= line_di[0];
				end
				cs[DATA_WRITE]:begin
					res_wr <= (cnt_delay == 4'd15)? 1'b0:1'b1;
					res_addr <= res_addr_cnt;
					res_do <= line_di[cnt];
					cnt <= cnt + 1'b1;
					cnt_delay <= cnt;
					res_addr_cnt <= (cnt_delay == 4'd15)?(res_addr_cnt) :(res_addr_cnt+ 1'd1);
				end
				cs[WRITE_DONE]:begin 
					sti_rd <= 'd0;
					sti_addr <= 'd0;
					res_wr <= 'd0;
					res_rd <= 'd1;
					res_addr <= 14'd129;
					res_do <= 'd0;
					line_di <= 'd0;
					cnt <= 'd0;
					cnt_delay <= 'd0;
					res_addr_cnt <= 'd0;
					done <= 1'b0;
					ker_ctr <= 14'd129;
				end
				cs[ADR_CTR]:begin
					res_rd <= 1'd1;
					res_wr <= 1'd0;
					res_addr <= ker_ctr;
				end
				cs[GET_CTR]:begin
					res_addr <= ker_NW;
					for_ctr <= res_di;
				end
				cs[GET_NW]:begin
					res_addr <= ker_N;
					for_NW <= res_di;
				end
				cs[GET_N]:begin
					res_addr <= ker_NE;
					for_N <= res_di; 
				end
				cs[GET_NE]:begin
					res_addr <= ker_W;
					for_NE <= res_di;
				end
				cs[GET_W]:begin
					res_addr <= ker_ctr;
					res_rd <= 1'd0;
					for_W <= res_di;
				end
				cs[CAL_FWP]:begin
					res_do <= (for_ctr == 8'd0)? 8'd0 : for_min;
				end
				cs[WRTIE_FWP]:begin
					res_wr <= 1'b1;
					res_addr_cnt <= res_addr_cnt + 1'd1;
				end
				cs[WAIT_FWP]:begin
					res_wr <= 1'b0;
					if(res_addr_cnt == 14'd126)begin
						res_addr_cnt <= 'd0;
						ker_ctr <= ker_ctr + 14'd3;
					end
					else begin
						ker_ctr <= ker_ctr + 1'd1; 
					end
				end
				cs[FWP_DONE]:begin
					sti_rd <= 'd0;
					sti_addr <= 'd0;
					res_wr <= 'd0;
					res_rd <= 'd1;
					res_addr <= 14'd16254;
					res_do <= 'd0;
					line_di <= 'd0;
					cnt <= 'd0;
					cnt_delay <= 'd0;
					res_addr_cnt <= 'd0;
					done <= 1'b0;
					ker_ctr <= 14'd16254;
					fwpass_finish <= 1'd1;
				end
				cs[BWP_ADR_CTR]:begin
					res_rd <= 1'd1;
					res_wr <= 1'd0;
					res_addr <= ker_ctr;
				end
				cs[BWP_GET_CTR]:begin
					res_addr <= ker_E;
					for_ctr <= res_di;
				end
				cs[BWP_GET_E]:begin
					res_addr <= ker_SW;
					for_NW <= res_di;
				end
				cs[BWP_GET_SW]:begin
					res_addr <= ker_S;
					for_N <= res_di; 
				end
				cs[BWP_GET_S]:begin
					res_addr <= ker_SE;
					for_NE <= res_di;
				end
				cs[BWP_GET_SE]:begin
					res_addr <= ker_ctr;
					res_rd <= 1'd0;
					for_W <= res_di;
				end
				cs[CAL_BWP]:begin
					res_do <= (for_ctr == 8'd0)? 8'd0 : back_min;
				end
				cs[WRTIE_BWP]:begin
					res_wr <= 1'b1;
					res_addr_cnt <= res_addr_cnt + 1'd1;
				end
				cs[WAIT_BWP]:begin
					res_wr <= 1'b0;
					if(res_addr_cnt == 14'd126)begin
						res_addr_cnt <= 'd0;
						ker_ctr <= ker_ctr - 14'd3;
					end
					else begin
						ker_ctr <= ker_ctr - 1'd1; 
					end
				end
				cs[DONE]:begin
					res_wr <= 1'd0;
					res_rd <= 1'd0;
					done <= 1'd1;
				end
			endcase
		end
	end
endmodule
</file>
==> CHANGELOG.md <==
### Metrics

- Run status: finished clean
- Crit. Startpoint: for_NW[7]
- Largest net degree at the start of global routing: 115
- # setup viols final: 0
- 1st-pass router iterations: 6
- Wirelength, routed: 39.4 mm
- RR Startpoint: for_NW[7]
- Adder Share, Synth: 5.09%
- Top logic family: AND-OR/OR-AND gates
- Die H: 198 µm
- Vias: 11100
- Crit path DAT: 6880 ps
- Maximum VDD drop: 0.124 mV
- Worst-skew pair later-pin latency: 440 ps
- Worst-margin pin slew: 983 ps
- YS warnings: 1
- Die area: 0.0392 mm²
- Resized Gates After CTS: 0
- Yosys cell count: 1398
- Most instantiated logic cells after routing: dfrtp_1, nor2_1, nand2_1, o21ai_0, a21oi_1
- Worst slack, placed: 2240 ps
- Setup TNS: 0 ps
- Drt via density: 5.73
- Chip area in the Yosys report: 0.0115 mm²
- Worst hold-check path type: reg -> reg
- Ant. Diodes: 0
- Syn Inst Count: 1398
- Cell Type Count: 93
- Number of port buffers: 62
- Number of synthesized register bits: 154
- Critical path fanouts, max: 12
- H-Tree Depth: 4
- Io pins: 63
- Area growth syn-to-layout: 14.6%
- Initial DRC count: 974
- Top cell excl fill/tap: dfrtp_1
- WP data required: 9030 ps
- CTS tree: done
- Post-Route Utilization: 34.9%
- Post-Route Skew: 15.9 ps
- Routed Antenna Nets: 0
- WS Path Type: reg -> reg
- Grt total ovfl: 0
- Leak Pwr: 5.51 nW
- Rows: 71
- First-pass GRT wire length: 62.0 mm
- PwrDens: 113 mW/mm²
- # Max-Cap Violations: 0
- Initial antenna violation count: 0
- Basic Gates by Area: 21.9%
- Crit end category: flop
- Layout cells sized above 1: 8.33%
- Clock Path Buffers: 2
- GPL Wtd Cong: 0.980
- Sequential area share after synthesis: 33.5%
- Tool warnings: 35
- Setup slack after layout: 2140 ps
- Clock transition at path regs: 70 ps
- Yosys aoi share: 24.6%
- Max Fclk: 0.153 GHz
- Asr flop ratio synth: 100%
- Hold-fix buffers, CTS: 0
- Max_slew headroom: 33.6%
- Final Slew Violations: 0
- # DRC: 0
- Syn avg cell area: 8.23 µm²
- CTS buffer count: 17
- Total clock sinks: 154
- Die x size: 198 µm
- Hold Crit Start: line_di[5]
- Number of global-route vias before repair: 10500
- Crit start category: flop
- Wirelength per Cell: 20.3 µm
- Top_reg_cell synth: dfrtp_1
- Dpl hpwl: 28.5 mm
- Fin crit period: 6560 ps
- Xor/xnor share: 4.03%
- Root Buffer: clkbuf_16
- Core area: 0.0378 mm²
- Final Hold Fails: 0
- Post-Synthesis Cell Area: 0.0115 mm²
- Count of library flops with an enable pin: 0
- MUX area fraction: 5.75%
- Setup Buffers After CTS: 0
- Total GRT Usage: 20.8%
- Cycle use final: 75.4%
- Pre-Place Util: 30.5%
- RSZ-0062 raised after global routing: no
==> worst paths after layout <==
kind                              endpoint  slack [ps]  cells past startpoint
setup reg to reg                 res_do[5]        2140                     27
hold reg to reg                 line_di[5]         480                      2
setup / recovery                 res_do[5]        2140                     27
min in group asynchronous  res_addr_cnt[4]        1220                      1
hold / removal                  line_di[5]         480                      2
max in group asynchronous         for_N[4]        6510                      2
==> synthesized netlist by cell type, types with 24 or more instances <==
library cell,instances,share of area (%)
xnor2_1,37,2.8
mux2i_1,29,2.5
o211ai_1,24,1.6
inv_1,60,2.0
nor2_1,134,4.4
nand2_1,130,4.2
nor3_1,55,2.4
o21ai_0,105,4.6
ha_1,46,5.0
clkbuf_1,66,2.2
a21oi_1,88,3.8
nand3_1,59,2.6
dfrtp_1,151,33
==> per-layer routing <==
layer / GRT usage [%] / vias to the layer above / part of all wire (%) / wire [µm]
met5: 0 / - / 0 / 0
met4: 5.51 / 0 / 2.9 / 1150
met3: 3.54 / 51 / 6.9 / 2700
met2: 31.2 / 437 / 44 / 17200
met1: 31.5 / 5407 / 46 / 18300
li1: - / 5210 / - / -
==> power breakdown <==
group	total, W	internal (W)	leakage, nW	switching [W]
clock network	0.000724	0.000377	0.269	0.000346
logic	0.0000391	0.0000164	3.21	0.0000227
registers	0.000722	0.000720	2.03	0.00000217
total	0.00148	0.00111	5.51	0.000371
==> metrics by stage <==
stage                     cell area, µm²  std cells  power (W)  hold slack [ps]
after floorplan                    11500       1398   0.000742              419
final                              13200       1939    0.00148              485
after CTS                          13200       1939    0.00150              487
after global routing               13200       1939    0.00153              507
after global placement             12600       1907   0.000776              461
after detailed placement           12600       1907   0.000776              467
==> state kept, by name (all words and copies together) (netlist names) <==
signal         cells
cnt                4
cnt_delay          4
cs                25
done               1
for_N              8
for_NE             8
for_NW             8
for_W              8
for_ctr            8
fwpass_finish      1
ker_ctr           14
line_di           16
res_addr          14
res_addr_cnt      14
res_do             8
res_rd             1
res_wr             1
sti_addr          10
sti_rd             1
==> kinds of logic after synthesis <==
kind of cell	after synthesis
AND/OR/NAND/NOR	514
AND-OR/OR-AND	422
flip-flops	154
buffers and inverters	151
multiplexers	57
XOR/XNOR	53
adder cells (fa/ha/maj)	47
==> worst max-delay path, stage by stage (launching register included) <==
cell      delay [ps]
dfrtp_1          400
ha_1             330
nand2_1           70
o21ai_0          380
o31ai_4          180
nor2_2           400
mux2_2           410
ha_1             290
nor2b_1          130
o211ai_1          90
a211o_1          270
nand2_1          340
mux2_2           420
inv_1             60
ha_1             210
inv_1             80
a211oi_1         280
o211ai_1         150
xor2_1           260
ha_1             280
nand3_1          110
nor2_1            50
a32oi_1          280
a21oi_1          160
nor3b_2          230
a22o_1           200
a31o_1           180
a31o_2           200
==> final cells by class <==
type,instances,area (µm²)
clock buffers,18,429
clock inverters,14,133
fillers,3878,24600
inverters,64,240
multi-input cells,1093,7080
flip-flops and latches,154,3860
well taps,511,639
repair buffers,85,807
Power is estimated from default activity; no workload was simulated.
